==> design.v <==
interface bmem_itf(
    input   bit         clk,
    input   bit         rst
);
    logic   [31:0]      addr;
    logic               read;
    logic               write;
    logic   [63:0]      rdata;
    logic   [63:0]      wdata;
    logic               resp;
    bit                 error = 1'b0;
    modport dut (
        input           clk,
        input           rst,
        output          addr,
        output          read,
        output          write,
        input           rdata,
        output          wdata,
        input           resp
    );
    modport mem (
        input           clk,
        input           rst,
        input           addr,
        input           read,
        input           write,
        output          rdata,
        input           wdata,
        output          resp,
        output          error
    );
    modport mon (
        input           clk,
        input           rst,
        input           addr,
        input           read,
        input           write,
        input           rdata,
        input           wdata,
        input           resp,
        output          error
    );
endinterface
interface mem_itf(
    input   bit         clk,
    input   bit         rst
);
    logic   [31:0]      addr;
    logic               read;
    logic               write;
    logic   [3:0]       wmask;
    logic   [31:0]      rdata;
    logic   [31:0]      wdata;
    logic               resp;
    bit                 error = 1'b0;
    modport dut (
        input           clk,
        input           rst,
        output          addr,
        output          read,
        output          write,
        output          wmask,
        input           rdata,
        output          wdata,
        input           resp
    );
    modport mem (
        input           clk,
        input           rst,
        input           addr,
        input           read,
        input           write,
        input           wmask,
        output          rdata,
        input           wdata,
        output          resp,
        output          error
    );
    modport mon (
        input           clk,
        input           rst,
        input           addr,
        input           read,
        input           write,
        input           wmask,
        input           rdata,
        input           wdata,
        input           resp,
        output          error
    );
endinterface
interface mon_itf(
    input   bit             clk,
    input   bit             rst
);
            logic           valid;
            logic   [63:0]  order;
            logic   [31:0]  inst;
            logic           halt;
            logic   [4:0]   rs1_addr;
            logic   [4:0]   rs2_addr;
            logic   [31:0]  rs1_rdata;
            logic   [31:0]  rs2_rdata;
            logic   [4:0]   rd_addr;
            logic   [31:0]  rd_wdata;
            logic   [31:0]  pc_rdata;
            logic   [31:0]  pc_wdata;
            logic   [31:0]  mem_addr;
            logic   [3:0]   mem_rmask;
            logic   [3:0]   mem_wmask;
            logic   [31:0]  mem_rdata;
            logic   [31:0]  mem_wdata;
            bit             error = 1'b0;
endinterface
package pcmux;
typedef enum bit [1:0] {
    pc_plus4  = 2'b00
    ,alu_out  = 2'b01
    ,alu_mod2 = 2'b10
    ,br       = 2'b11
} pcmux_sel_t;
endpackage
package marmux;
typedef enum bit {
    pc_out = 1'b0
    ,alu_out = 1'b1
} marmux_sel_t;
endpackage
package cmpmux;
typedef enum bit {
    rs2_out = 1'b0
    ,i_imm = 1'b1
} cmpmux_sel_t;
endpackage
package alumux;
typedef enum bit {
    rs1_out = 1'b0
    ,pc_out = 1'b1
} alumux1_sel_t;
typedef enum bit [2:0] {
    i_imm    = 3'b000
    ,u_imm   = 3'b001
    ,b_imm   = 3'b010
    ,s_imm   = 3'b011
    ,j_imm   = 3'b100
    ,rs2_out = 3'b101
} alumux2_sel_t;
endpackage
package regfilemux;
typedef enum bit [3:0] {
    alu_out   = 4'b0000
    ,br_en    = 4'b0001
    ,u_imm    = 4'b0010
    ,lw       = 4'b0011
    ,pc_plus4 = 4'b0100
    ,lb        = 4'b0101
    ,lbu       = 4'b0110   
    ,lh        = 4'b0111
    ,lhu       = 4'b1000   
} regfilemux_sel_t;
endpackage
module cache_control #(
            parameter       s_way     = 2,
            parameter       s_way_num = 2**s_way,
            parameter       s_plru    = 2**s_way-1,
            parameter       s_offset = 5,
            parameter       s_index  = 4,
            parameter       s_tag    = 32 - s_offset - s_index,
            parameter       s_mask   = 2**s_offset,
            parameter       s_line   = 8*s_mask,
            parameter       num_sets = 2**s_index
) (
    input logic clk,
    input logic rst,
    input logic mem_read,
    input logic mem_write,
    output logic mem_resp,
    input logic [s_mask-1:0] mem_byte_enable256,
    input logic [31:0] mem_address,
    output logic [s_index-1:0] index,
    output logic [s_tag-1:0] tag,
    input logic pmem_resp,
    output logic pmem_read,
    output logic pmem_write,
    output logic [31:0] pmem_address,
    output logic [s_way_num-1:0] data_we,
    output logic [s_way_num-1:0] tag_we,
    output logic [s_way_num-1:0] dirty_we,
    output logic [s_way_num-1:0] valid_we,
    output logic plru_we,
    output logic [s_mask-1:0] mask_val,
    output logic data_in_sel,
    output logic data_out_sel,
    input logic [s_plru-1:0] plru_o,
    input logic hit,
    input logic valid_o,
    input logic [s_way-1:0] way_index,
    output logic     victim_data_we,
    output logic     victim_tag_we,
    output logic     victim_dirty_we,
    output logic     victim_valid_we,
    input logic victim_hit,
    input logic victim_dirty_o,
    output logic valid_i,
    output logic dirty_i,
    output logic [s_plru-1:0] plru_i, 
    output logic [s_way-1:0] evict_index,
    input logic [s_tag-1:0] victim_tag_o,
    output logic [23:0] hit_counter,
    output logic [23:0] miss_counter
);
    logic [s_plru-1:0] next_plru_hit;
    logic [s_plru-1:0] next_plru_hit_mask;
    logic [s_way_num-1:0] we_mask;
    logic [s_way-1:0] way_next;
    logic [s_way-1:0] way_next_para;
    logic [s_way_num-1:0] write_hit_mask;
    logic [s_way-1:0] whm_shifter; 
    logic [s_way_num-1:0] wm_shifter;
    assign whm_shifter = {{(s_way-1){1'b0}}, 1'b1};
    assign wm_shifter = {{(s_way_num-1){1'b0}}, 1'b1};
    assign write_hit_mask = whm_shifter << way_index;
    assign evict_index = way_next;
    assign index = mem_address[s_offset + s_index-1:s_offset];
    assign tag = mem_address[31:s_offset + s_index];
    enum int unsigned {
        rest,
        compare_tag,
        write_back,
        allocate
    } state, next_states, prev_states, prev_prev_states;
    logic [31:0] mem_address_1;
    logic [s_mask-1:0] mem_byte_enable256_1;
    logic mem_read_1;
    logic mem_write_1;
    logic same_addr;
    logic same_mbe;
    logic same_read;
    logic same_write;
    logic dont_go_to_comparetag;
    always_ff @( posedge clk ) begin : pass
            mem_address_1 <= mem_address;
            mem_byte_enable256_1 <= mem_byte_enable256;
            mem_read_1 <= mem_read;
            mem_write_1 <= mem_write;
    end
    assign same_addr = (mem_address == mem_address_1) &&  (mem_address != 32'h40000000);
    assign same_mbe = (mem_byte_enable256_1 == mem_byte_enable256);
    assign same_read = (mem_read == mem_read_1);
    assign same_write = (mem_write == mem_write_1); 
    assign dont_go_to_comparetag = {same_addr, same_read, same_write, same_mbe} == 4'b1111;
    function void load_data(logic [s_way_num-1:0] we_mask);
        data_we = we_mask;
    endfunction
    function void load_tag(logic [s_way_num-1:0] we_mask);
        tag_we = we_mask;
    endfunction
    function void load_valid(logic valid_val);
        valid_we = we_mask;
        valid_i = valid_val;
    endfunction
    function void load_dirty(logic dirty_val, logic [s_way_num-1:0] we_mask);
        dirty_we = we_mask;
        dirty_i = dirty_val;
    endfunction
    function void victim_load_data(logic victim_data_we_val);
        victim_data_we = victim_data_we_val;
    endfunction
    function void victim_load_tag(logic  victim_tag_we_val);
        victim_tag_we = victim_tag_we_val;
    endfunction
    function void victim_load_valid(logic victim_valid_we_val);
        victim_valid_we = victim_valid_we_val;
    endfunction
    function void victim_load_dirty(logic victim_dirty_we_val);
        victim_dirty_we = victim_dirty_we_val;
    endfunction
    function void load_plru(logic [s_plru-1:0] plru_val);
        plru_we = 1'b1;
        plru_i = plru_val;
    endfunction
    function void set_data_in(logic data_in_sel_val);
        data_in_sel = data_in_sel_val;
    endfunction
    function void set_data_out(logic data_out_sel_val);
        data_out_sel = data_out_sel_val;
    endfunction
    function void set_defaults();
        data_we = '0;
        tag_we = '0;
        plru_we = '0;
        dirty_we = '0;
        valid_we = '0;
        data_in_sel = '1;
        data_out_sel = '0;
        valid_i = '0;
        dirty_i = '0;
        plru_i = '0;
        pmem_read = '0;
        pmem_write = '0;
        mem_resp = '0;
        victim_data_we = '0;
        victim_tag_we = '0;
        victim_valid_we = '0;
        victim_dirty_we = '0;
        mask_val = mem_byte_enable256;
    endfunction
    always_comb
    begin : state_actions
        set_defaults();
        case (state)
            rest: begin
                mem_resp = dont_go_to_comparetag;
            end
            compare_tag: begin
                if(hit && ~victim_hit) begin
                    mask_val = mem_byte_enable256;
                    load_plru(next_plru_hit);
                    if (mem_read) begin
                        set_data_out(0);
                        mem_resp = 1'b1;
                    end else if (mem_write) begin
                        set_data_in(0);
                        load_dirty(1, write_hit_mask);
                        load_data(write_hit_mask);
                        set_data_out(0); 
                        mem_resp = 1'b1;
                    end else begin
                    end
                end
                else if (~hit && victim_hit) begin
                    set_data_in(1);  
                    set_data_out(1);  
                    mask_val = {s_mask{1'b1}};
                    load_dirty(0, we_mask);
                    load_valid(1);
                    load_data(we_mask);
                    load_tag(we_mask);
                    victim_load_dirty(1'b1);
                    victim_load_valid(1'b1);
                    victim_load_data(1'b1);
                    victim_load_tag(1'b1);
                end
            end
            write_back: begin
                pmem_write = 1'b1;
                mask_val = mem_byte_enable256;
            end
            allocate: begin
                mask_val = {s_mask{1'b1}};
                pmem_read = 1'b1;
                set_data_in(0);  
                victim_load_dirty(1'b1);
                victim_load_valid(1'b1);
                victim_load_data(1'b1);
                victim_load_tag(1'b1);
            end
        endcase
    end
    always_comb
    begin : next_state_logic
        if (rst) begin
            next_states = rest;
        end
        else begin
            case (state)
                rest: begin
                    if ((mem_write || mem_read) && ~dont_go_to_comparetag) begin
                        next_states = compare_tag;
                    end else begin
                        next_states = rest;
                    end
                end
                compare_tag: begin
                    if (hit && valid_o) begin
                        next_states = rest;
                    end else if (~hit && victim_hit) begin
                        next_states = compare_tag;
                    end else if (~hit && ~victim_hit && victim_dirty_o) begin
                        next_states = write_back;
                    end else if (~hit && ~victim_hit && ~victim_dirty_o) begin
                        next_states = allocate;
                    end else begin  
                        next_states = allocate;
                    end
                end
                write_back: begin
                    if (pmem_resp) begin
                        next_states = allocate;
                    end else begin
                        next_states = write_back;                    
                    end
                end
                allocate: begin
                    if (pmem_resp) begin
                        next_states = compare_tag;
                    end else begin
                        next_states = allocate;                    
                    end
                end
                default: next_states = rest;
            endcase
        end
    end
    logic miss_curr_way_digit;
    int miss_mask_pos_high;
    int miss_mask_pos_low;
    int miss_shift_digit_high;
    int miss_shift_digit_low;
    logic [s_way-1:0] miss_shifted_way;
    always_comb begin
        for (int k=0; k<s_way; k++) begin
            miss_mask_pos_low = (s_plru)-(2**(k+1)-1);
            miss_mask_pos_high = (s_plru)-(2**(k+1)-1) + (2**k-1);
            if(k==0) begin
                way_next_para[s_way-1-k] = plru_o[miss_mask_pos_high];
                miss_shifted_way = '0;
            end else begin
                miss_shifted_way = way_next_para >> (s_way-k);
                way_next_para[s_way-1-k] = plru_o[miss_mask_pos_high-miss_shifted_way];
            end
        end
        way_next = way_next_para;
        we_mask = wm_shifter << way_next;
    end
    logic curr_way_digit;
    int hit_mask_pos_high;
    int hit_mask_pos_low;
    int shift_digit_high;
    int shift_digit_low;
    logic [s_way-1:0] shifted_way;
    logic [s_plru-1:0] next_plru_hit_test;
    logic [s_plru-1:0] next_plru_hit_mask_pos_record;
    always_comb begin
        next_plru_hit_mask = '0;
        next_plru_hit_mask_pos_record = '0;
        for (int i=0; i<s_way; i++) begin
            curr_way_digit = way_index[s_way-1-i];
            hit_mask_pos_low = (s_plru)-(2**(i+1)-1);
            hit_mask_pos_high = (s_plru)-(2**(i+1)-1) + (2**i-1);
            shift_digit_high = 2**s_way-1;
            shift_digit_low = 2**s_way-1 - (i+1);
            if(i==0) begin
                next_plru_hit_mask[hit_mask_pos_high]  = ~curr_way_digit;
                next_plru_hit_mask_pos_record[hit_mask_pos_high] = 1'b1;
                shifted_way = way_index;
            end else begin
                shifted_way = way_index >> (s_way-i);
                next_plru_hit_mask[hit_mask_pos_high-shifted_way]  = ~curr_way_digit;
                next_plru_hit_mask_pos_record[hit_mask_pos_high-shifted_way] = 1'b1;
            end
        end
        for (int j=0; j<s_plru; ++j) begin
            if (next_plru_hit_mask_pos_record[j]==1'b1) begin
                next_plru_hit_test[j] = next_plru_hit_mask[j];
            end else begin
                next_plru_hit_test[j] = plru_o[j];                
            end
        end
        next_plru_hit = next_plru_hit_test;
    end
    always_comb begin : PMEM_OP        
        unique case (pmem_write)
            1'b0: pmem_address = {mem_address[31:s_offset], {s_offset{1'b0}}};
            1'b1: pmem_address = {victim_tag_o, index, {s_offset{1'b0}}}; 
            default: pmem_address = {mem_address[31:s_offset], {s_offset{1'b0}}};
        endcase             
    end
    always_ff @(posedge clk)
    begin: next_state_assignment
        state <= next_states;
        prev_states <= state;
        prev_prev_states <= prev_states;
    end
    always @(posedge clk) begin
        if (rst) begin
            hit_counter <= 24'b0;
            miss_counter <= 24'b0;
        end else if (state == compare_tag) begin
            if ((next_states == rest) && ((prev_states == rest) || ((prev_states == compare_tag) && (prev_prev_states != allocate)))) begin
                hit_counter <= hit_counter + 24'b1;
            end else if ((next_states == write_back) || (next_states == allocate)) begin
                miss_counter <= miss_counter + 24'b1;
            end
        end
    end
endmodule : cache_control
==> run.sh <==
#!/bin/bash
# OpenROAD 26Q1-2900-gdf79404cd8, Yosys 0.63+post, stock flow scripts
make -C /OpenROAD-flow-scripts/flow DESIGN_CONFIG=/design/flow/config.mk WORK_HOME=/design/flow/orfs finish
==> config.mk <==
export PLATFORM = sky130hd
export DESIGN_NAME = cache_control
export DESIGN_NICKNAME = cache_control
export VERILOG_FILES = /design/flow/design.v
export SDC_FILE = /design/flow/constraint.sdc
export NUM_CORES = 4
export LEC_CHECK = 1
export CORE_AREA = 10 10 179 179
export DIE_AREA = 0 0 189 189
==> constraint.sdc <==
current_design cache_control

set clk_period 6.8
set clk_io_pct 0.2

create_clock -name clk0 -period $clk_period [get_ports {clk}]

set non_clock_inputs [all_inputs -no_clocks]
set_input_delay [expr $clk_period * $clk_io_pct] -clock clk0 $non_clock_inputs
set_output_delay [expr $clk_period * $clk_io_pct] -clock clk0 [all_outputs]
==> impl_metrics.tcl <==
# implementation run metrics
set metrics [dict create \
    ys_area_mm2 0.00567 \
    crit_buf_inv 2 \
    grt-ovfl-total 0 \
    drtPass1Iterations 4 \
    grt_util_all_layers 0.118 \
    drt-total-wl_um 21700 \
    run_status "finished clean" \
    synth_cells 601 \
    edf_count 0 \
    area_growth_pct 58.9 \
    coreArea_mm2 0.0280 \
    rows 61 \
    logic_family "simple AND/OR/NAND/NOR gates" \
    aoi_share 0.0508 \
    die_h_um 189 \
    relSlewSlack 0.482 \
    p_leak_nw 3.21 \
    rsz0062_at_grt "no" \
    cts_tree "yes" \
    cts_sinks 120 \
    period_used_share 0.786 \
    cts_buffers 17 \
    fp_util 0.202 \
    vdd_drop_max_v 0.000139 \
    cts_resized 0 \
    async_reset_ff_frac 0 \
    seq_area_mm2 0.00240 \
    clk_pin_slew_ns 0.05 \
    period_needed_ns 5.34 \
    fin_skew_ns 0.0125 \
    worst_path_largest_cell_delay_ns 0.57 \
    yosys_most_used_dff "dfxtp_1" \
    drive_gt1_frac 0.0870 \
    yosys.stat.seqShare 0.424 \
    syn_avg_cell_area_um2 9.43 \
    via_per_inst 4.08 \
    max_freq_ghz 0.187 \
    syn_area_mm2 0.00567 \
    ys_top_cells_by_area "dfxtp_1 (42%), xnor2_1 (9.9%), buf_4 (6.5%)" \
    ys_sh_mux 0.0552 \
    critPathMaxFanout 5 \
    wl_per_cell_um 17.8 \
    reg2reg_setup_slack_ns 4.14 \
    cts_root_buf "clkbuf_16" \
    placedCellCount 1185 \
    end_kind "output pin" \
    fin_setup_tns_ns 0 \
    ctsHoldBuffers 0 \
    cpLargestDelayFamily "buffers and inverters" \
    warnings 25 \
    ys_warn_count 1 \
    via_count 4964 \
    antenna_left 0 \
    dp_hpwl_um 17200 \
    synth.top_cell.area_share 0.424 \
    path_common_cell "clkdlybuf4s50_1" \
    worst_pin_slew_ns 0.770 \
    crit_type "in -> out" \
    slowest_stage "clkdlybuf4s50_1" \
    top_cells_by_count "dfxtp_1 (120), xnor2_1 (64), buf_4 (49), nor2_1 (49), xor2_1 (35)" \
    synth.distinct_cells 53 \
    startpoint_type "input port" \
    clkLatencyLatePin_ns 0.41 \
    port_buffers 267 \
    drv_slew 0 \
    grt_max_degree 58 \
    drt_drc_violations_left 0 \
    finalWeightedCongestion 0.828 \
    combGateArea_mm2 0.00278 \
    antenna_found_initial 1 \
    ys_sh_simple 0.222 \
    grt_first_pass_wirelength_um 32600 \
    dr.first_iter.drc_count 208 \
    ys_ff 120 \
    fill_cells 2844 \
    synth-cells-yosys 601 \
    yosysTopAreaCell "dfxtp_1" \
    cp.arrival_ns 3.98 \
    die-area_mm2 0.0357 \
    power.density_mw_per_mm2 218 \
    cp.required_ns 5.44 \
    io_pins 273 \
    adder_share 0.00442 \
    h-tree-depth 4 \
    post-synth-top-count-cell "dfxtp_1" \
    hold_class "reg -> reg" \
    synth-xor-area-share 0.153 \
    finalSetupViolCount 0 \
    maxCapViolations 0 \
    fp.dieW_um 189 \
    worstPathCellList "clkdlybuf4s50_1 -> xor2_1 -> nor4_1 -> nand4_1 -> or3_1 -> o41ai_1 -> clkdlybuf4s50_1" \
    instances_no_fill 1218 \
    first_global_vias 5274 \
    hold_violations 0 \
    postCtsSetupRepairBufs 0 \
    clk_path_buf_depth 2 \
]
==> power by group <==
part / internal [mW] / switching (mW) / leakage (nW)
logic: 0.185 / 0.112 / 1.93
clock network: 0.548 / 0.366 / 0.287
registers: 0.730 / 0.0184 / 0.993
==> through the flow <==
stage               total power [mW]  utilization  worst slack [ns]  area [um2]  hold slack [ns]
finish                          1.96        0.322              1.46        9010            0.356
global route                    2.05        0.322              1.32        9010            0.370
CTS                             1.99        0.322              1.36        9010            0.361
detailed placement              1.07        0.300              1.37        8410            0.348
global placement                1.07        0.300              1.38        8410            0.335
floorplan                      0.867            -              2.98        5680            0.330
==> layout by cell type, fill, tap and decap left out, types with 18 or more instances in the layout <==
| cell | n |
|---|---|
| clkdlybuf4s50_1 | 266 |
| dfxtp_1 | 120 |
| xnor2_1 | 64 |
| nor2_1 | 49 |
| xor2_1 | 35 |
| nand2b_1 | 34 |
| nor4_1 | 30 |
| mux2_2 | 26 |
| nand3_1 | 19 |
| nand2_1 | 18 |
| inv_1 | 18 |
==> flip-flops by register name, summed over array words and instances, names as in the netlist <==
signal                cells
mem_address_1            32
mem_byte_enable256_1     32
hit_counter              24
miss_counter             24
prev_prev_states          2
prev_states               2
state                     2
mem_read_1                1
mem_write_1               1
==> path summary, 6_finish.rpt <==
| check | startpoint | end | depth (start not counted) |
|---|---|---|---|
| setup / recovery | mem_address[24] | mem_resp | 7 |
| hold / removal | prev_states[0] | prev_prev_states[0] | 0 |
| setup reg to reg | state[0] | miss_counter[23] | 5 |
| hold reg to reg | prev_states[0] | prev_prev_states[0] | 0 |
==> layer usage <==
layer  wire length [um]  share of wire  up-vias  GRT usage
met5                  0              0        -          0
met4                223          0.010        0     0.0113
met3               2300           0.11       12     0.0584
met2               9950           0.46      213      0.191
met1               9220           0.42     2273      0.144
li1                   -              -     2466          -
==> final cells by class <==
type / instances / share of cell area
Clock buffer: 17 / 0.0472
Multi-Input combinational cell: 399 / 0.309
Timing Repair Buffer: 270 / 0.299
Inverter: 18 / 0.00750
Clock inverter: 15 / 0.0185
Tap cell: 378 / 0.0525
Sequential cell: 120 / 0.267
Antenna cell: 1 / 0.000278
==> kinds of logic (layout without fill, tap and decap cells) <==
| kind of cell | count (synthesis) | count (layout) |
|---|---|---|
| buffers and inverters | 86 | 320 |
| AND-OR/OR-AND | 41 | 41 |
| other | 1 | 6 |
| XOR/XNOR | 99 | 99 |
| multiplexers | 28 | 28 |
| flip-flops | 120 | 120 |
| AND/OR/NAND/NOR | 224 | 224 |
| adder cells (fa/ha/maj) | 2 | 2 |
Power and IR drop assume default switching activity.
