`flow/constraint.sdc`:
```
current_design cacheline_adaptor

set clk_period 14.4
set clk_io_pct 0.2

create_clock -name clk0 -period $clk_period [get_ports {clk}]

set non_clock_inputs [all_inputs -no_clocks]
set_input_delay [expr $clk_period * $clk_io_pct] -clock clk0 $non_clock_inputs
set_output_delay [expr $clk_period * $clk_io_pct] -clock clk0 [all_outputs]
```
`flow/design.v`:
```
interface bmem_itf(
    input   bit         clk,
    input   bit         rst
);
    logic   [31:0]      addr;
    logic               read;
    logic               write;
    logic   [63:0]      rdata;
    logic   [63:0]      wdata;
    logic               resp;
    bit                 error = 1'b0;
    modport dut (
        input           clk,
        input           rst,
        output          addr,
        output          read,
        output          write,
        input           rdata,
        output          wdata,
        input           resp
    );
    modport mem (
        input           clk,
        input           rst,
        input           addr,
        input           read,
        input           write,
        output          rdata,
        input           wdata,
        output          resp,
        output          error
    );
    modport mon (
        input           clk,
        input           rst,
        input           addr,
        input           read,
        input           write,
        input           rdata,
        input           wdata,
        input           resp,
        output          error
    );
endinterface
interface mem_itf(
    input   bit         clk,
    input   bit         rst
);
    logic   [31:0]      addr;
    logic               read;
    logic               write;
    logic   [3:0]       wmask;
    logic   [31:0]      rdata;
    logic   [31:0]      wdata;
    logic               resp;
    bit                 error = 1'b0;
    modport dut (
        input           clk,
        input           rst,
        output          addr,
        output          read,
        output          write,
        output          wmask,
        input           rdata,
        output          wdata,
        input           resp
    );
    modport mem (
        input           clk,
        input           rst,
        input           addr,
        input           read,
        input           write,
        input           wmask,
        output          rdata,
        input           wdata,
        output          resp,
        output          error
    );
    modport mon (
        input           clk,
        input           rst,
        input           addr,
        input           read,
        input           write,
        input           wmask,
        input           rdata,
        input           wdata,
        input           resp,
        output          error
    );
endinterface
interface mon_itf(
    input   bit             clk,
    input   bit             rst
);
            logic           valid;
            logic   [63:0]  order;
            logic   [31:0]  inst;
            logic           halt;
            logic   [4:0]   rs1_addr;
            logic   [4:0]   rs2_addr;
            logic   [31:0]  rs1_rdata;
            logic   [31:0]  rs2_rdata;
            logic   [4:0]   rd_addr;
            logic   [31:0]  rd_wdata;
            logic   [31:0]  pc_rdata;
            logic   [31:0]  pc_wdata;
            logic   [31:0]  mem_addr;
            logic   [3:0]   mem_rmask;
            logic   [3:0]   mem_wmask;
            logic   [31:0]  mem_rdata;
            logic   [31:0]  mem_wdata;
            bit             error = 1'b0;
endinterface
package pcmux;
typedef enum bit [1:0] {
    pc_plus4  = 2'b00
    ,alu_out  = 2'b01
    ,alu_mod2 = 2'b10
    ,br       = 2'b11
} pcmux_sel_t;
endpackage
package marmux;
typedef enum bit {
    pc_out = 1'b0
    ,alu_out = 1'b1
} marmux_sel_t;
endpackage
package cmpmux;
typedef enum bit {
    rs2_out = 1'b0
    ,i_imm = 1'b1
} cmpmux_sel_t;
endpackage
package alumux;
typedef enum bit {
    rs1_out = 1'b0
    ,pc_out = 1'b1
} alumux1_sel_t;
typedef enum bit [2:0] {
    i_imm    = 3'b000
    ,u_imm   = 3'b001
    ,b_imm   = 3'b010
    ,s_imm   = 3'b011
    ,j_imm   = 3'b100
    ,rs2_out = 3'b101
} alumux2_sel_t;
endpackage
package regfilemux;
typedef enum bit [3:0] {
    alu_out   = 4'b0000
    ,br_en    = 4'b0001
    ,u_imm    = 4'b0010
    ,lw       = 4'b0011
    ,pc_plus4 = 4'b0100
    ,lb        = 4'b0101
    ,lbu       = 4'b0110   
    ,lh        = 4'b0111
    ,lhu       = 4'b1000   
} regfilemux_sel_t;
endpackage
module cacheline_adaptor#(
            parameter       s_way     = 2,
            parameter       s_way_num = 2**s_way,
            parameter       s_plru    = 2**s_way-1,
            parameter       s_offset = 5,
            parameter       s_index  = 4,
            parameter       s_tag    = 32 - s_offset - s_index,
            parameter       s_mask   = 2**s_offset,
            parameter       s_line   = 8*s_mask,
            parameter       num_sets = 2**s_index,
            parameter       num_states = (s_line / 64)-1
) 
(
    input clk,
    input reset_n,
    input logic [s_line-1:0] line_i,
    output logic [s_line-1:0] line_o,
    input logic [31:0] address_i,
    input read_i,
    input write_i,
    output logic resp_o,
    input logic [63:0] burst_i,
    output logic [63:0] burst_o,
    output logic [31:0] address_o,
    output logic read_o,
    output logic write_o,
    input resp_i
);
typedef enum int{
    INIT_STATE = 0,
    LOADING = 1,
    LOAD_END = 2,
    STORING = 3,
    STORE_END = 4
} CA_states;
CA_states state_curr;
CA_states state_next;
logic [2:0] state_counter;
always_ff @(posedge clk) begin
    case (state_curr)
        INIT_STATE: begin
            state_counter <= 3'b0;
            if (read_i) begin
                read_o <= 1'b1;
                write_o <= 1'b0;
                address_o <= address_i;
            end else if (write_i) begin
                read_o <= 1'b0;
                write_o <= 1'b1;
                address_o <= address_i;
                burst_o <= line_i [63:0]; 
            end else begin
                read_o <= 1'b0;
                write_o <= 1'b0;
            end
        end
        LOADING: begin
            if (resp_i) begin
                if (state_counter==num_states[2:0]) begin
                    resp_o <= 1'b1; 
                    read_o <= 1'b0;   
                end
                line_o [64*state_counter +: 64] <= burst_i;  
                state_counter <= state_counter + 3'b1;  
            end
        end
        LOAD_END: begin
            resp_o <= 1'b0;
            state_counter <= 3'b0;
        end
        STORING: begin
            if (resp_i) begin
                if (state_counter == num_states[2:0]) begin
                    resp_o <= 1'b1;          
                    write_o <= 1'b0;             
                end else begin
                    burst_o <= line_i [64+64*state_counter +: 64]; 
                end
                state_counter <= state_counter + 3'b1;              
            end
        end
        STORE_END: begin
            resp_o <= 1'b0;
            write_o <= 1'b0;
            state_counter <= 3'b0;  
        end
    endcase
end
    always_comb 
    begin 
        if(~reset_n)begin
            state_next = INIT_STATE;
        end else begin
            case (state_curr)
                INIT_STATE: begin
                    if (read_i) begin
                        state_next = LOADING;
                    end else if (write_i) begin
                        state_next = STORING;                      
                    end else begin
                        state_next = INIT_STATE;
                    end
                end
                LOADING: begin
                    if (state_counter < num_states[2:0]) begin
                        state_next = LOADING;
                    end else begin
                        state_next = LOAD_END;
                    end
                end
                LOAD_END: begin
                    state_next = INIT_STATE;
                end
                STORING: begin
                    if (state_counter < num_states[2:0]) begin
                        state_next = STORING;
                    end else begin
                        state_next = STORE_END;
                    end
                end
                STORE_END: begin
                    state_next = INIT_STATE;
                end
                default: state_next = INIT_STATE;
            endcase
        end
    end
always_ff @(posedge clk)
begin: next_state_assignment
    state_curr <= state_next;
end
endmodule : cacheline_adaptor
```
`flow/config.mk`:
```
export PLATFORM = sky130hd
export DESIGN_NAME = cacheline_adaptor
export DESIGN_NICKNAME = cacheline_adaptor
export VERILOG_FILES = /design/flow/design.v
export SDC_FILE = /design/flow/constraint.sdc
export NUM_CORES = 4
export LEC_CHECK = 1
export CORE_AREA = 10 10 353 353
export DIE_AREA = 0 0 363 363
```
`flow/run.sh`:
```
#!/bin/bash
# OpenROAD 26Q1-2900-gdf79404cd8, Yosys 0.63+post, stock flow scripts
make -C /OpenROAD-flow-scripts/flow DESIGN_CONFIG=/design/flow/config.mk WORK_HOME=/design/flow/orfs finish
```
==> results_dict.tcl <==
# flow metrics
set metrics [dict create \
    simple_gate_area_frac 0.0865 \
    yosys_area_mm2 0.0158 \
    fin_setup_tns_ns 0 \
    crit_family "buffers and inverters" \
    cp.required_ns 14.63 \
    combPwrFrac 0.245 \
    track_usage 0.106 \
    r2r-start "state_curr[3]$_DFF_P_" \
    flop_cell "edfxtp_1" \
    drive_above_1_share 0.0574 \
    power.leakage_nw 9.09 \
    ir_worst_vdd_v 0.0000853 \
    path_buffers 4 \
    p_switching_mw 0.934 \
    postRouteAntennaNets 0 \
    rows 125 \
    yosysWarnings 1 \
    netlist_area_mm2 0.0158 \
    dieHeight_um 363 \
    grt_antenna_before_repair 20 \
    hold_path_class "flip-flop to flip-flop" \
    seqPwrFrac 0.414 \
    gp_congestion 0.865 \
    layout_top_cell "clkdlybuf4s50_1" \
    r2r-end "line_o[201]$_DFFE_PP_" \
    edf_count 358 \
    area.growth.synth_to_final_pct 65.4 \
    async_flop_share 0 \
    synthMuxAreaShare 0.0412 \
    swShare 0.292 \
    synth_cell_types 33 \
    ys_seq_frac 0.687 \
    grt_use_met2 0.172 \
    drv_slew 0 \
    grt_pass1_wl_mm 99.9 \
    io-pin-count 712 \
    worstSetupEndpointType "flip-flop" \
    dieWidth_um 363 \
    logic_area_mm2 0.00460 \
    cts_resized 0 \
    drc 0 \
    gr-usage-met3 0.0493 \
    hold-worst-slack_ns 0.552 \
    finalWirelength_mm 72.5 \
    grt_pass1_vias 13193 \
    relSlewSlack 0.426 \
    syn_avg_cell_area_um2 13.2 \
    post-dp-hpwl_mm 56.4 \
    r2r_cells 4 \
    ys_cells 1200 \
    rsz0062_at_grt "false" \
    whs_path_depth 2 \
    drt_iter0_markers 878 \
    grt_use_met1 0.132 \
    grt_max_degree 59 \
    top_usage_layer "met2" \
    synth_adder_area_share 0.00634 \
    xor_area_frac 0 \
    critPathKind "input port to flip-flop" \
    synthCells 1200 \
    clkSinkCount 363 \
    cp_slowest_cell "buf_4" \
    cts_buffer_depth 3 \
    regToRegSetupSlack_ns 10.79 \
    grt_overflow_total 0 \
    crit_arrival_ns 6.22 \
    timing.fmax_mhz 167 \
    crit_path_start_kind "input port" \
    hold_viol 0 \
    portBuffers 711 \
    holdPathEnd "line_o[178]$_DFFE_PP_" \
    wl_per_cell_um 20.9 \
    setup_viol 0 \
    drt-pass1-iter-count 5 \
    top_logic_kind "AND-OR/OR-AND gates" \
    final_core_util 0.224 \
    path_cells "clkdlybuf4s50_1 > and2_4 > buf_4 > buf_4 > buf_4" \
    worstPathMaxFanout 58 \
    clk_pin_slew_worst_paths_ns 0.06 \
    openroad.warnings 29 \
    postCtsHoldBufs 0 \
    status "finished, final reports clean" \
    cts_root_buffer "clkbuf_16" \
    hold_path_startpoint "line_o[178]$_DFFE_PP_" \
    finalCritPeriodShare 0.416 \
    h-tree-depth 2 \
    tightest_slew_ns 0.859 \
    aoi_share 0.153 \
    clkPwrFrac 0.341 \
    synth.ff_latch_count 363 \
    power_density_mw_per_mm2 123 \
    cts_buffers 43 \
    max_cap_viol_count 0 \
    clk_latency_ns 0.61 \
    cts_setup_buffers 0 \
    area.sequential_mm2 0.0109 \
    crit_path_frequent_cell "buf_4" \
    fp_util 0.135 \
    p_total_mw 3.20 \
    skew_ns 0.0297 \
    lay_top_cells "clkdlybuf4s50_1 (711), edfxtp_1 (358), o21ai_0 (197)" \
    routed_via_density 3.72 \
    max_stage_delay_ns 0.71 \
    core_region_area_mm2 0.117 \
    dieArea_mm2 0.132 \
    vias 12879 \
    n_fill_cell 12327 \
    min_period_ns 5.99 \
    p_int_mw 2.27 \
    cts_tree "built" \
]
registers in the layout, summed over array words and instances, names as in the netlist:
register       count
burst_o           64
read_o             1
resp_o             1
write_o            1
line_o           256
address_o         32
state_curr         5
state_counter      3
through the flow:
step | cell area (um^2) | cells | worst slack (ns)
CTS | 26100 | 3458 | 8.51
finish | 26100 | 3460 | 8.41
detailed placement | 24700 | 3378 | 7.83
floorplan | 15800 | 1200 | 5.12
global placement | 24700 | 3378 | 7.83
global route | 26100 | 3459 | 8.27
routing by layer:
metal / vias up / routed length [um]
li1: 5943 / -
met1: 6152 / 28000
met2: 674 / 33900
met3: 96 / 8880
met4: 14 / 1620
met5: - / 74
cell type report:
| class | instances | area share |
|---|---|---|
| inverters | 5 | 0.000719 |
| diodes | 2 | 0.000192 |
| well taps | 1524 | 0.0730 |
| flip-flops and latches | 363 | 0.416 |
| clock inverters | 33 | 0.0119 |
| repair buffers | 739 | 0.281 |
| multi-input cells | 747 | 0.176 |
| clock buffers | 47 | 0.0418 |
how the worst max path moves through the flow:
stage / start / end / cells after the start
4_1_cts: resp_i / line_o[74]$_DFFE_PP_ / 5
5_1_grt: resp_i / line_o[135]$_DFFE_PP_ / 5
6_report: resp_i / line_o[201]$_DFFE_PP_ / 5
kinds of logic (layout without fill, tap and decap cells):
kind of cell	count (synthesis)	in the layout
AND-OR/OR-AND	394	394
flip-flops	363	363
AND/OR/NAND/NOR	280	280
buffers and inverters	90	824
multiplexers	65	65
adder cells (fa/ha/maj)	8	8
other	0	2
synth_stat cells (9+ instances only):
cell type	instances	area, um^2
edfxtp_1	358	10800
nor2b_1	67	419
nor2_1	9	33.8
o21ai_0	197	986
a22o_1	116	1020
a21oi_1	68	340
clkbuf_1	52	195
o21ai_1	11	55.1
nand2_1	149	559
nand2b_1	35	219
buf_2	25	125
mux2i_1	65	651
worst min-delay path, stage by stage (launching register included):
cell      delay (ns)
edfxtp_1        0.34
nand2_1         0.05
o21ai_0         0.06
power groups by stage:
stage | Clock, mW | Sequential (mW) | Combinational (mW)
6_report | 1.09 | 1.33 | 0.783
5_1_grt | 1.18 | 1.33 | 0.854
4_1_cts | 1.14 | 1.33 | 0.797
Power and IR drop assume default switching activity.
