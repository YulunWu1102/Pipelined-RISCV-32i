[./constraint.sdc]
current_design arbiter

set clk_period 14.9
set clk_io_pct 0.2

create_clock -name clk0 -period $clk_period [get_ports {clk}]

set non_clock_inputs [all_inputs -no_clocks]
set_input_delay [expr $clk_period * $clk_io_pct] -clock clk0 $non_clock_inputs
set_output_delay [expr $clk_period * $clk_io_pct] -clock clk0 [all_outputs]
[./run.sh]
#!/bin/bash
# OpenROAD 26Q1-2900-gdf79404cd8, Yosys 0.63+post, stock flow scripts
make -C /OpenROAD-flow-scripts/flow DESIGN_CONFIG=/design/flow/config.mk WORK_HOME=/design/flow/orfs finish
[./design.v]
interface bmem_itf(
    input   bit         clk,
    input   bit         rst
);
    logic   [31:0]      addr;
    logic               read;
    logic               write;
    logic   [63:0]      rdata;
    logic   [63:0]      wdata;
    logic               resp;
    bit                 error = 1'b0;
    modport dut (
        input           clk,
        input           rst,
        output          addr,
        output          read,
        output          write,
        input           rdata,
        output          wdata,
        input           resp
    );
    modport mem (
        input           clk,
        input           rst,
        input           addr,
        input           read,
        input           write,
        output          rdata,
        input           wdata,
        output          resp,
        output          error
    );
    modport mon (
        input           clk,
        input           rst,
        input           addr,
        input           read,
        input           write,
        input           rdata,
        input           wdata,
        input           resp,
        output          error
    );
endinterface
interface mem_itf(
    input   bit         clk,
    input   bit         rst
);
    logic   [31:0]      addr;
    logic               read;
    logic               write;
    logic   [3:0]       wmask;
    logic   [31:0]      rdata;
    logic   [31:0]      wdata;
    logic               resp;
    bit                 error = 1'b0;
    modport dut (
        input           clk,
        input           rst,
        output          addr,
        output          read,
        output          write,
        output          wmask,
        input           rdata,
        output          wdata,
        input           resp
    );
    modport mem (
        input           clk,
        input           rst,
        input           addr,
        input           read,
        input           write,
        input           wmask,
        output          rdata,
        input           wdata,
        output          resp,
        output          error
    );
    modport mon (
        input           clk,
        input           rst,
        input           addr,
        input           read,
        input           write,
        input           wmask,
        input           rdata,
        input           wdata,
        input           resp,
        output          error
    );
endinterface
interface mon_itf(
    input   bit             clk,
    input   bit             rst
);
            logic           valid;
            logic   [63:0]  order;
            logic   [31:0]  inst;
            logic           halt;
            logic   [4:0]   rs1_addr;
            logic   [4:0]   rs2_addr;
            logic   [31:0]  rs1_rdata;
            logic   [31:0]  rs2_rdata;
            logic   [4:0]   rd_addr;
            logic   [31:0]  rd_wdata;
            logic   [31:0]  pc_rdata;
            logic   [31:0]  pc_wdata;
            logic   [31:0]  mem_addr;
            logic   [3:0]   mem_rmask;
            logic   [3:0]   mem_wmask;
            logic   [31:0]  mem_rdata;
            logic   [31:0]  mem_wdata;
            bit             error = 1'b0;
endinterface
package pcmux;
typedef enum bit [1:0] {
    pc_plus4  = 2'b00
    ,alu_out  = 2'b01
    ,alu_mod2 = 2'b10
    ,br       = 2'b11
} pcmux_sel_t;
endpackage
package marmux;
typedef enum bit {
    pc_out = 1'b0
    ,alu_out = 1'b1
} marmux_sel_t;
endpackage
package cmpmux;
typedef enum bit {
    rs2_out = 1'b0
    ,i_imm = 1'b1
} cmpmux_sel_t;
endpackage
package alumux;
typedef enum bit {
    rs1_out = 1'b0
    ,pc_out = 1'b1
} alumux1_sel_t;
typedef enum bit [2:0] {
    i_imm    = 3'b000
    ,u_imm   = 3'b001
    ,b_imm   = 3'b010
    ,s_imm   = 3'b011
    ,j_imm   = 3'b100
    ,rs2_out = 3'b101
} alumux2_sel_t;
endpackage
package regfilemux;
typedef enum bit [3:0] {
    alu_out   = 4'b0000
    ,br_en    = 4'b0001
    ,u_imm    = 4'b0010
    ,lw       = 4'b0011
    ,pc_plus4 = 4'b0100
    ,lb        = 4'b0101
    ,lbu       = 4'b0110   
    ,lh        = 4'b0111
    ,lhu       = 4'b1000   
} regfilemux_sel_t;
endpackage
module arbiter #(
            parameter       s_way     = 2,
            parameter       s_way_num = 2**s_way,
            parameter       s_plru    = 2**s_way-1,
            parameter       s_offset = 5,
            parameter       s_index  = 4,
            parameter       s_tag    = 32 - s_offset - s_index,
            parameter       s_mask   = 2**s_offset,
            parameter       s_line   = 8*s_mask,
            parameter       num_sets = 2**s_index
)
(
    input                   clk,
    input                   rst,
    input   logic           i_cache_read,
    input   logic [31:0]    i_cache_addr,
    output  logic [s_line-1:0]   i_cache_rdata,
    output  logic           i_cache_resp,
    input   logic           d_cache_read,
    input   logic           d_cache_write,
    input   logic [31:0]    d_cache_addr,
    input   logic [s_line-1:0]   d_cache_wdata, 
    output  logic [s_line-1:0]   d_cache_rdata,
    output  logic           d_cache_resp,
    output  logic           ca_read,
    output  logic           ca_write,
    output  logic [31:0]    ca_addr,
    output  logic [s_line-1:0]   ca_wdata,
    input   logic [s_line-1:0]   ca_rdata,
    input   logic           ca_resp
);
enum logic[1:0] {
    IDLE, D_OP, I_OP
} state, next_state;
function void set_arbiter_defaults();
    i_cache_rdata   = '0;
    i_cache_resp    = '0;
    d_cache_rdata   = '0;
    d_cache_resp    = '0;
    ca_read         = '0;
    ca_write        = '0;
    ca_addr         = '0;
    ca_wdata        = '0;
endfunction
always_ff @(posedge clk) begin
    if(rst) begin
        state <= IDLE;
    end
    else state <= next_state;
end
always_comb begin : assign_out_signals
    set_arbiter_defaults();
    unique case (state)
        IDLE: ;
        D_OP: begin
            ca_addr = d_cache_addr;
            d_cache_resp = ca_resp;
            if(d_cache_read) begin 
                ca_read = 1'b1;
                d_cache_rdata = ca_rdata;
            end
            else if(d_cache_write) begin
                ca_write = 1'b1;
                ca_wdata = d_cache_wdata;
            end
            else ;
        end
        I_OP: begin
            i_cache_resp = ca_resp;
            ca_addr = i_cache_addr;
            i_cache_rdata = ca_rdata;
            ca_read = 1'b1;
        end
        default: ;
    endcase
end
always_comb begin: assign_next_state
    unique case (state)
        IDLE: begin
            if(d_cache_read || d_cache_write) 
                next_state = D_OP;
            else if(i_cache_read)
                next_state = I_OP;
            else 
                next_state = IDLE;
        end
        D_OP: begin
            if(ca_resp) begin
                next_state = IDLE;
            end
            else 
                next_state = D_OP;
        end
        I_OP: begin
            if(ca_resp) begin
                next_state = IDLE;
            end
            else
                next_state = I_OP;
        end
        default: next_state = IDLE;
    endcase
end
endmodule 
[./config.mk]
export PLATFORM = sky130hd
export DESIGN_NAME = arbiter
export DESIGN_NICKNAME = arbiter
export VERILOG_FILES = /design/flow/design.v
export SDC_FILE = /design/flow/constraint.sdc
export NUM_CORES = 4
export LEC_CHECK = 1
export CORE_AREA = 10 10 530 530
export DIE_AREA = 0 0 540 540
==> results.yml <==
# flow metrics
drt:
  antenna_violating_nets_post_route: 0
  vias_per_cell: 2.43
  detail_route.wl_per_cell_um: 40.5
  drt-initial-drc-count: 695
  first_pass_detailed_route_iteration_total: 5
  drcViolationCount: 0
  route.vias.total: 14200
  routed_wl_um: 237000
placement:
  dp_slack_ns: 6.28
  postPlaceCellArea_um2: 23700
  numPlacedInstances: 5767
  place_hpwl_um: 226000
  port-buffer-count: 1385
  place.gp.congestion: 0.960
global_route:
  antenna_found_initial: 340
  via_count_of_the_first_global_routing_pass: 13200
  grt_remaining_overflow: 0
  global_route.usage.total_pct: 15.7
  first_pass_grt_wire_length_um: 268000
  maximum_number_of_pins_on_one_net_before_global_route_repair: 154
power:
  switching_share_pct: 44.5
  p_comb_share_pct: 89.9
  total_leakage_power_nw: 8.35
  power.clock.fraction_pct: 7.9
  p_total_uw: 542
  irDropWorstVdd_mv: 0.0260
  internal_power_uw: 301
  seqPwrFrac_pct: 2.2
  switching_power_summed_over_all_nets_uw: 241
  power_density_nw_per_um2: 22.6
worst_setup_path:
  cp-startpoint: "d_cache_write"
  criticalPathCategory: "in -> out"
  critPathMaxFanout: 154
  required_ns: 11.92
  sort_of_element_at_the_end_of_the_critical_path: "output pin"
  regToRegStartpoint: "state[2]"
  ff2ff_setup_slack_ns: 13.79
  startpoint_type: "input port"
  worstPathArrival_ns: 5.61
clocking:
  htree_levels: 1
  cts_resized: 0
  post_cts_setup_inserts: 0
  clkLatencyLatePin_ns: 0.22
  ctsHoldBuffers: 0
  cts_buffer_depth: 2
  cts_root_buf: "sky130_fd_sc_hd__clkbuf_16"
  tritoncts: "yes"
  cts.clk_slew.worst_paths_ns: 0.03
  numCtsBuffers: 3
  tritoncts_num_sinks: 3
finish:
  largest_registers: "state (3)"
  regMostFlops: "state"
  finalCoreUtilization_pct: 8.92
  largest_reg_flops: 3
  seq_area_um2: 67.6
  area_growth_syn_to_layout_pct: 306
  finalNonFillerCells: 5854
  area.combinational_um2: 5170
  fill_cells: 31400
  final_layout_size_suffix_gt1_share_pct: 0.901
  postLayoutCellArea_um2: 24000
synth:
  synthDistinctLibCells: 20
  yosysWarningCount: 1
  syn-cell-area_um2: 5900
  synth.yosys.seq_area_share_pct: 1.02
  avgSynthCellArea_um2: 6.29
  yosys_area_um2: 5900
  cells_yosys: 939
  synth.ff_latch_count: 3
  syn_inst: 939
floorplan:
  chip_area_um2: 292000
  boundaryPins: 1386
  fp-row-count: 190
  vertical_die_dimension_um: 540
  fp.coreArea_um2: 269000
  die_width_um: 540
  fp_util_pct: 2.20
min_path:
  hp-class: "reg -> reg"
  hold_path.startpoint: "state[0]"
sta:
  max-slew-margin-rel_pct: 45.0
  fin_skew_ns: 0.000721
  pin_slew_with_the_least_headroom_to_its_limit_ns: 0.823
  worst_hold_check_slack_ns: 0.481
  final-hold-violation-count: 0
  unrepaired_setup_endpoints_after_global_routing: "no"
  max_clock_freq_mhz: 116
  post-route-worst-setup-slack_ns: 6.31
  setup_violations: 0
  final.setup.tns_ns: 0
  final-max-slew-violation-count: 0
  final_min_period_over_clock_period_pct: 57.6
  period_needed_ns: 8.59
outcome:
  status: "completed"
flow_run:
  warning_count: 30
  max-cap-violations: 0
## kinds of logic (layout without fill, tap and decap cells)
kind of cell	after synthesis	in the layout	share of synthesized area [%]
flops	3	3	1.02
compound gates	38	38	5.51
buf+inv	123	1403	11.4
simple gates	775	775	82.1
other cells	0	83	0
## synthesized netlist by cell type
master                     instances  area share [%]
sky130_fd_sc_hd__a21o_1            1            0.13
sky130_fd_sc_hd__o21ai_0           1           0.085
sky130_fd_sc_hd__a22o_1           32             4.7
sky130_fd_sc_hd__buf_2             7            0.59
sky130_fd_sc_hd__dfxtp_1           3             1.0
sky130_fd_sc_hd__nand2b_1          1            0.11
sky130_fd_sc_hd__buf_6            26             5.0
sky130_fd_sc_hd__clkbuf_1         84             5.3
sky130_fd_sc_hd__and2_1          514              54
sky130_fd_sc_hd__and3_1          256              27
sky130_fd_sc_hd__nor2b_1           1            0.11
sky130_fd_sc_hd__a21oi_1           1           0.085
sky130_fd_sc_hd__buf_1             3            0.19
sky130_fd_sc_hd__o21a_1            1            0.13
sky130_fd_sc_hd__inv_1             1           0.064
sky130_fd_sc_hd__and3b_1           1            0.15
sky130_fd_sc_hd__nor2_1            2            0.13
sky130_fd_sc_hd__a311o_1           1            0.17
sky130_fd_sc_hd__buf_4             2            0.25
sky130_fd_sc_hd__a32o_1            1            0.17
## cell type report
| cell class | instances | area share, % |
|---|---|---|
| inverters | 1 | 0.0157 |
| diodes | 83 | 0.867 |
| well taps | 3552 | 18.6 |
| clock buffers | 4 | 0.329 |
| repair buffers | 1398 | 58.4 |
| multi-input cells | 813 | 21.6 |
| flip-flops and latches | 3 | 0.282 |
## worst paths after layout
kind,endpoint,cells past startpoint
max,ca_wdata[124],5
min,state[2],2
max reg2reg,state[0],2
min reg2reg,state[2],2
## critical path: stages
cell and delay [ns]:
sky130_fd_sc_hd__clkdlybuf4s50_1 0.49, sky130_fd_sc_hd__and3b_4 0.53, sky130_fd_sc_hd__buf_12 0.41, sky130_fd_sc_hd__and2_1 0.29, sky130_fd_sc_hd__clkdlybuf4s50_1 0.62
## layer usage
| metal | global-route usage [%] | part of all wire [%] |
|---|---|---|
| met5 | 0 | 0.23 |
| met4 | 4.40 | 4.0 |
| met3 | 7.54 | 12 |
| met2 | 23.6 | 42 |
| met1 | 19.9 | 42 |
## cell usage in the layout, fill, tap and decap left out, types with 2 or more instances in the layout
cell,count
sky130_fd_sc_hd__clkdlybuf4s50_1,1384
sky130_fd_sc_hd__and2_1,514
sky130_fd_sc_hd__and3_1,256
sky130_fd_sc_hd__diode_2,83
sky130_fd_sc_hd__a22o_1,32
sky130_fd_sc_hd__buf_4,12
sky130_fd_sc_hd__clkbuf_16,3
sky130_fd_sc_hd__nor2_1,2
sky130_fd_sc_hd__dfxtp_4,2
## power by group through the flow
stage                 clock network (mW)  logic, mW  registers, mW
after global routing              0.0446      0.513         0.0127
final                             0.0428      0.487         0.0120
after CTS                         0.0435      0.501         0.0125
No activity file was given, so power comes from the tool's default toggle rates.
